--- testhex.txt ---
9011
30AA
FF00
0915
1305
000A
B01D
1003
0000
0000
--- run.sh ---
#!/bin/bash
# OpenROAD 26Q1-2900-gdf79404cd8, Yosys 0.63+post, stock flow scripts
make -C /OpenROAD-flow-scripts/flow DESIGN_CONFIG=/design/flow/config.mk WORK_HOME=/design/flow/orfs finish
--- config.mk ---
export PLATFORM = sky130hd
export DESIGN_NAME = memory_1k
export DESIGN_NICKNAME = memory_1k
export VERILOG_FILES = /design/flow/design.v
export SDC_FILE = /design/flow/constraint.sdc
export NUM_CORES = 4
export LEC_CHECK = 1
export CORE_UTILIZATION = 30
export SYNTH_HDL_FRONTEND = slang
--- constraint.sdc ---
current_design memory_1k

set clk_period 57.3
set clk_io_pct 0.2

create_clock -name clk0 -period $clk_period [get_ports {i_clk}]

set non_clock_inputs [all_inputs -no_clocks]
set_input_delay [expr $clk_period * $clk_io_pct] -clock clk0 $non_clock_inputs
set_output_delay [expr $clk_period * $clk_io_pct] -clock clk0 [all_outputs]
--- design.v ---
module memory_1k(
    input   logic           i_clk,
    input   logic           i_mem_wr,
    input   logic           i_mem_rd,
    input   logic   [15:0]  i_address,
    input   logic   [15:0]  i_data,
    output  logic   [15:0]  o_data
);
    reg   [15:0]  mem[1023:0];
    assign o_data = mem[ i_address[9:0] ];
    always_ff @(posedge i_clk) begin
        if(i_mem_wr)mem[ i_address[9:0] ] = i_data;
    end
    integer i;
    initial begin
        $readmemh("../modules/testhex.txt",mem);
    end
endmodule
==> results.py <==
# Auto-generated metrics
metrics = {
    "placed_design": {
        "detailed_place_hpwl_mm": 1120,
        "port_buffers": 43,
        "place_inst": 59848,
        "routabilityCongestion": 0.917,
    },
    "drt": {
        "wire_per_inst_um": 28.8,
        "drt_iter0_drc": 20945,
        "routed-via-count": 319430,
        "dr.pass1.iters": 6,
        "wirelength_mm": 1820,
        "via_per_inst": 5.06,
        "drc_errors": 0,
        "ant_nets": 0,
    },
    "synthesis": {
        "ys_ff": 16384,
        "async_flop_share_pct": 0,
        "synthCells": 31805,
        "ys_sh_mux_pct": 14.1,
        "area_leaders": "edfxtp_1, mux2i_1, mux4_2",
        "xor_share_pct": 0,
        "yosys_warnings": 0,
        "yosysTopAreaCell": "edfxtp_1",
        "synthFlopType": "edfxtp_1",
        "synth_cell_type_count": 51,
        "edf_count": 16384,
        "yosys.area_share.simple_pct": 2.17,
        "synth_top_area_share_pct": 78.6,
        "synth-seq-area-share_pct": 78.6,
        "synthAdderAreaFrac_pct": 0,
        "ys_area_mm2": 0.626,
        "syn_area_mm2": 0.626,
        "synthAoiAreaFrac_pct": 3.70,
        "syn_area_per_cell_um2": 19.7,
        "yosys_cells": 31805,
        "logic_family": "multiplexers",
    },
    "cells_and_area": {
        "lay_top_count": "edfxtp_1",
        "fin_util_pct": 34.7,
        "regArea_mm2": 0.492,
        "stdcell_count": 63161,
        "syn_to_final_growth_pct": 15.5,
        "layout_top_cells": "edfxtp_1, mux2i_1, o22ai_1",
        "largest_reg_flops": 16384,
        "nFillCells": 188422,
        "mi_logic_area_mm2": 0.126,
        "layout-drive-gt1-share_pct": 17.7,
    },
    "final_timing": {
        "rsz0062_at_grt": "false",
        "period_needed_ns": 33.40,
        "setup-tns-final_ns": 0,
        "setup-violations-final": 0,
        "fmax_ghz": 0.0299,
        "slew_violations": 0,
        "hold_viol_final": 0,
        "finalCritPeriodShare_pct": 58.3,
        "tightest_slew_ns": 1.35,
        "slew_headroom_pct": 9.84,
    },
    "clocking": {
        "clock_sinks": 16384,
        "postCtsSetupBuffers": 0,
        "htree_levels": 7,
        "cts-resized-gates": 0,
        "clockBufferDepth": 6,
        "cts_buffers": 1660,
        "cts_root_buf": "clkbuf_16",
        "clk_pin_slew_ns": 0.06,
        "ctsHoldBuffers": 0,
        "cts_tree": "done",
    },
    "power_and_ir_drop": {
        "ir_drop_uv": 30.9,
        "leakagePower_uw": 0.235,
        "powerDensity_mw_per_mm2": 34.1,
    },
    "global_route": {
        "gr-total-overflow": 0,
        "grt_max_degree": 159,
        "first_global_vias": 343295,
        "grt_pass1_wl_mm": 2530,
        "antenna_found_initial": 178,
        "track_usage_pct": 18.3,
    },
    "hold_path": {
        "hold_class": "input port to flip-flop",
    },
    "job": {
        "warnings": 79,
        "cap_violations": 0,
    },
    "setup_path": {
        "startpoint_type": "input port",
        "worstSetupPathType": "input port to output pin",
        "arrival_ns": 21.94,
        "critPathCaptureType": "output pin",
        "crit_fanout": 80,
        "worstSetupEndpoint": "o_data[6]",
        "cp.required_ns": 45.84,
        "crit_start": "i_address[0]",
    },
    "floorplan": {
        "die_h_mm": 1.45,
        "fp-row-count": 530,
        "io_pins": 51,
        "core_mm2": 2.08,
        "fp.dieArea_mm2": 2.09,
        "chipWidth_mm": 1.45,
        "initial_utilization_pct": 30.1,
    },
    "status": {
        "status": "completed",
    },
}
[cell families after synthesis]
group	count (synthesis)
flip-flops	16384
multiplexers	6945
AND-OR/OR-AND	3575
AND/OR/NAND/NOR	2947
buffers and inverters	1954
[cell type report]
type / count / area share (%)
Clock buffer: 2008 / 5.98
Multi-Input combinational cell: 13467 / 17.4
Clock inverter: 909 / 1.09
Antenna cell: 396 / 0.137
Tap cell: 27664 / 4.79
Sequential cell: 16384 / 68.0
Timing Repair Buffer: 2333 / 2.55
[worst min path at each step]
stage                     start   endpoint  slack [ns]  cells past startpoint
final                 i_data[1]  mem[8657]       10.55                      1
after global routing  i_data[1]  mem[8657]       10.51                      1
after CTS             i_data[1]  mem[8497]       10.46                      1
[cell usage after synthesis, types with 4 or more instances]
master     count
buf_2        729
o2111ai_1     58
nand4b_1      20
and3_1         4
buf_6         11
nor2_1      1306
clkbuf_1     885
edfxtp_1   16384
o21bai_1      62
nor3_1       155
a22o_1        37
nand4bb_1      6
a221oi_1      68
buf_4        202
a31oi_1      124
nand2_1      554
mux4_2      1483
o221ai_1      17
nand2b_1       4
mux2i_1     5447
or4_1         77
nand4_1       35
nand3_1      173
or3_1          4
and2_1        11
a21oi_1       76
a22oi_1      386
o21ai_0      310
nor2b_1       13
a41o_1        14
a32oi_1       29
o22ai_1     2306
nor4_1       571
o211ai_1      68
mux2_2        15
buf_1        126
a211oi_1      10
[metal layers]
metal | global-route usage [%] | vias up | part of all wire, % | wire, um
li1 | - | 135630 | - | -
met1 | 16.6 | 157352 | 28 | 516000
met2 | 26.1 | 22490 | 44 | 808000
met3 | 18.2 | 3726 | 21 | 389000
met4 | 8.50 | 232 | 5.4 | 98400
met5 | 3.31 | - | 0.41 | 7390
[where the power goes]
part / leakage (uW) / switching (uW) / internal [uW]
combinational: 0.0631 / 819 / 339
clock: 0.0250 / 4360 / 5940
sequential: 0.147 / 1.65 / 13200
[worst max-delay path: stages]
cell,delay [ns]
buf_16,0.36
buf_4,0.72
buf_4,0.64
buf_4,0.68
buf_4,0.75
buf_12,0.51
buf_4,0.64
buf_4,0.67
buf_4,0.67
buf_4,0.52
mux4_2,0.59
mux2i_1,0.22
o21ai_0,0.12
nand2_1,0.14
nand3_1,0.25
a32oi_1,0.91
nand4b_1,1.01
clkdlybuf4s50_1,0.67
[per-stage QoR]
stage	total power, uW	hold WS (ns)	instance area (um^2)	setup WS [ns]
2_1_floorplan	14000	11.56	626000	31.71
3_3_place_gp	14600	11.88	671000	24.22
3_5_place_dp	14600	11.89	671000	24.15
4_1_cts	24800	10.46	722000	24.13
5_1_grt	25300	10.51	723000	23.32
6_report	24700	10.55	723000	23.90
Power and IR drop assume default switching activity.
