$ cat design/flow/design.v
package common_pkg;
    typedef enum logic [3:0] {IF1,D1,IF2,D2,IF3,D3,PUSH1,PUSH2,POP1,POP2,EXE,EXEA,RD,WR} inst_state_e;
    typedef enum logic [5:0]{
        ALU_ADD     = 6'h0A,
        ALU_SUB     = 6'h09,
        ALU_INC     = 6'h1B,
        ALU_DEC     = 6'h18,
        ALU_AND     = 6'h06,
        ALU_OR      = 6'h12,
        ALU_NOT     = 6'h14,
        ALU_XOR     = 6'h16,
        ALU_SHL     = 6'h20,
        ALU_SHR     = 6'h30,
        ALU_SAL     = 6'h24,
        ALU_SAR     = 6'h34,
        ALU_ROL     = 6'h22,
        ALU_ROR     = 6'h32,
        ALU_MOV     = 6'h00
    } alu_op_e;
    typedef enum logic [3:0]{
        R_IR1       = 4'h0,
        R_IR2       = 4'h1,
        R_IR3       = 4'h3,
        R_IV        = 4'h2,
        R_FLAG      = 4'h4,
        R_MEM       = 4'hB,
        R_ADDR      = 4'hC,
        R_ZR        = 4'hF,
        R_IP        = 4'hD,
        R_SP        = 4'hE,
        R_REGA      = 4'h5,
        R_REGB      = 4'h6,
        R_REGC      = 4'h7,
        R_REGD      = 4'h8,
        R_REGE      = 4'h9,
        R_REGF      = 4'hA
    } reg_id_e;
    typedef enum logic [2:0]{
        FLAGT_NOP   = 3'o0,
        FLAGT_C     = 3'o4,
        FLAGT_V     = 3'o5,
        FLAGT_Z     = 3'o6,
        FLAGT_S     = 3'o7
    } flag_type_e;
endpackage
import common_pkg::*;
module instruction_decoder(
    input   logic           i_clk,
    input   logic           i_rst_n,
    input   logic   [15:0]  i_ir1,       
    input   logic   [15:0]  i_ir2,       
    output  inst_state_e    o_state,     
    output  logic           o_err,
    output  alu_op_e        o_alu_op,    
    output  reg_id_e        o_s1_addr,   
    output  reg_id_e        o_s2_addr,   
    output  reg_id_e        o_dest_addr, 
    output  logic           o_mem_wr,    
    output  logic           o_mem_rd,    
    output  reg_id_e        o_addr_reg,
    output  logic           o_reg_w_en,
    input   logic   [3:0]   i_flag_cond,
    output  logic           o_flag_w_en
);
    inst_state_e now_state,next_state;
    logic   [3:0]   inst;
    logic           op_inst,push_inst,pop_inst,call_inst,load_inst,store_inst,ma_inst;
    logic   [3:0]   flag_fld;
    logic           im16_inst;
    alu_op_e        alu_op;
    reg_id_e        ra1,ra2,ra3;
    flag_type_e     flag_type;
    logic           flag_inv;
    logic           flag_dec;
    logic           reg_w_en,mem_rd,mem_wr;
    logic           wb_phase,wb;
    assign  inst        = i_ir1[15:12];
    assign  im16_inst   = i_ir2[15:12] == R_IR3 || i_ir2[11:8] == R_IR3;
    assign  op_inst     = inst[3:2] == 2'b00;
    assign  push_inst   = inst[3:0] == 4'b1101;
    assign  pop_inst    = inst[3:0] == 4'b1100;
    assign  call_inst   = inst[3:0] == 4'b1011;
    assign  load_inst   = inst[3:0] == 4'b1000;
    assign  store_inst  = inst[3:0] == 4'b1001;
    assign  ma_inst     = load_inst | store_inst;
    assign  wb_phase    = now_state == EXE || now_state == EXEA || now_state == WR || now_state == RD || now_state == PUSH1 || now_state == PUSH2 || now_state == POP1 || now_state == POP2;
    assign alu_op       = alu_op_e'(op_inst ? i_ir1[13:8] : {2'b00,i_ir1[11:8]});
    assign ra1          = reg_id_e'(i_ir1[3:0]);
    assign ra2          = reg_id_e'(i_ir2[15:12]);
    assign ra3          = reg_id_e'(i_ir2[11:8]);
    assign  flag_fld    = i_ir1[7:4];
    assign  flag_type   = flag_type_e'(flag_fld[3:1]);
    assign  flag_inv    = flag_fld[0];
    assign  o_state     = now_state;
    always_ff @( posedge i_clk or negedge i_rst_n ) begin
        if(!i_rst_n)begin
            now_state <= IF1;
        end else begin
            now_state <= next_state;
        end
    end
    always_comb begin
        next_state = now_state;
        o_err = 0;
        case(now_state)
            IF1:                    next_state = D1;
            D1: begin
                if(push_inst)       next_state = PUSH1;
                else if(pop_inst)   next_state = POP1;
                else                next_state = IF2;
            end
            IF2:                    next_state = D2;
            D2: begin
                if(im16_inst)       next_state = IF3;
                else if(call_inst)  next_state = PUSH1;
                else if(ma_inst)    next_state = EXEA;
                else                next_state = EXE;
            end
            IF3:                    next_state = D3;
            D3: begin
                if(call_inst)       next_state = PUSH1;
                else if(ma_inst)    next_state = EXEA;
                else                next_state = EXE;
            end
            PUSH1:                  next_state = PUSH2;
            PUSH2: begin
                if(call_inst)       next_state = EXE;
                else                next_state = IF1;
            end
            POP1:                   next_state = POP2;
            POP2:                   next_state = IF1;
            EXE: begin
                                    next_state = IF1;
            end
            EXEA: begin
                if(load_inst)       next_state = RD;
                else                next_state = WR;
            end
            RD:                     next_state = IF1;
            WR:                     next_state = IF1;
            default: begin
                                    next_state = IF1;
                                    o_err = 1;
            end
        endcase
    end
    always_comb begin
        o_alu_op    = ALU_MOV;
        o_s1_addr   = R_ZR;
        o_s2_addr   = R_ZR;
        o_dest_addr = R_ZR;
        o_addr_reg  = R_ZR;
        mem_rd = 0;
        mem_wr = 0;
        case(now_state)
            IF1     :bus_ctrl(ALU_MOV,  R_IR1,  R_MEM,  R_ZR,   R_IP    );
            D1      :bus_ctrl(ALU_INC,  R_IP,   R_IP,   R_ZR,   R_IP    );
            IF2     :bus_ctrl(ALU_MOV,  R_IR2,  R_MEM,  R_ZR,   R_IP    );
            D2      :bus_ctrl(ALU_INC,  R_IP,   R_IP,   R_ZR,   R_IP    );
            IF3     :bus_ctrl(ALU_MOV,  R_IR3,  R_MEM,  R_ZR,   R_IP    );
            D3      :bus_ctrl(ALU_INC,  R_IP,   R_IP,   R_ZR,   R_IP    );
            PUSH1   :bus_ctrl(ALU_DEC,  R_SP,   R_SP,   R_ZR,   R_SP    );
            PUSH2   :bus_ctrl(ALU_MOV,  R_MEM,  ra1,    R_ZR,   R_SP    );
            POP1    :bus_ctrl(ALU_MOV,  ra1,    R_MEM,  R_ZR,   R_SP    );
            POP2    :bus_ctrl(ALU_INC,  R_SP,   R_SP,   R_ZR,   R_SP    );
            EXE     :bus_ctrl(alu_op,   ra1,    ra2,    ra3,    R_ZR    );
            EXEA    :bus_ctrl(alu_op,   R_ADDR, ra2,    ra3,    R_ZR    );
            RD      :bus_ctrl(ALU_MOV,  ra1,    R_MEM,  R_ZR,   R_ADDR  );
            WR      :bus_ctrl(ALU_MOV,  R_MEM,  ra1,    R_ZR,   R_ADDR  );
            default :bus_ctrl(ALU_MOV,  R_ZR,   R_ZR,   R_ZR,   R_ADDR  );
        endcase
    end
    task automatic bus_ctrl(
        input   alu_op_e    i_alu_op,
        input   reg_id_e    i_dest_addr,
        input   reg_id_e    i_s1_addr,
        input   reg_id_e    i_s2_addr,
        input   reg_id_e    addr_reg
    );
        begin
            o_s1_addr   = i_s1_addr;
            o_s2_addr   = i_s2_addr;
            o_dest_addr = i_dest_addr;
            o_addr_reg  = addr_reg;
            if (i_dest_addr == R_MEM) begin
                mem_wr    = 1;
                mem_rd    = 0;
            end
            else if (i_s1_addr == R_MEM || i_s2_addr == R_MEM) begin
                mem_rd    = 1;
            end
            o_alu_op= i_alu_op;
        end
    endtask
    always_comb begin
        case(flag_type)
            FLAGT_C:    flag_dec  = i_flag_cond[3] ^ flag_inv;
            FLAGT_S:    flag_dec  = i_flag_cond[2] ^ flag_inv;
            FLAGT_V:    flag_dec  = i_flag_cond[1] ^ flag_inv;
            FLAGT_Z:    flag_dec  = i_flag_cond[0] ^ flag_inv;
            FLAGT_NOP:  flag_dec  = 1'b0 ^ flag_inv;
            default:    flag_dec  = 1'b0 ^ flag_inv;
        endcase
    end
    assign  wb = wb_phase ? flag_dec : 1'b1;
    assign  o_reg_w_en  = wb;
    assign  o_mem_wr    = wb & mem_wr;
    assign  o_flag_w_en = wb & (now_state==EXE);
    assign  o_mem_rd    = mem_rd;
endmodule
import common_pkg::*;
module ALU (
    input   alu_op_e        i_ctrl,
    input   logic   [15:0]  i_data_a,   i_data_b,
    input   logic           i_carry,
    output  logic   [15:0]  o_data,
    output  logic   [3:0]   o_flag
);
    logic   [16:0]  o_alu;
    logic   flag_s,flag_z,flag_c,flag_v;
    assign o_alu = alu_core(i_ctrl, i_carry, i_data_a, i_data_b);
    assign flag_s = ~o_alu[15];
    assign flag_z = ~(o_alu==0);
    assign flag_c = o_alu[16];
    assign flag_v = 1'b0;
    assign o_flag = {flag_c, flag_s, flag_v, flag_z};
    assign  o_data = o_alu[15:0];
    function [16:0] alu_core(
        input   logic   [5:0]   i_ctrl,
        input   logic           i_carry,
        input   logic   [15:0]  i_data_a,
        input   logic   [15:0]  i_data_b
    );
        begin
            case(i_ctrl)
                ALU_ADD : alu_core = i_data_a + i_data_b;
                ALU_SUB : alu_core = i_data_a - i_data_b;
                ALU_INC : alu_core = i_data_a + 16'h0001;
                ALU_DEC : alu_core = i_data_a - 16'h0001;
                ALU_AND : alu_core = {1'b1,i_data_a & i_data_b};
                ALU_OR  : alu_core = {1'b1,i_data_a | i_data_b};
                ALU_NOT : alu_core = {1'b1,~i_data_a          };
                ALU_XOR : alu_core = {1'b1,i_data_a ^ i_data_b};
                ALU_SHL : alu_core = {1'b0,i_data_a[14:0], 1'b0};          
                ALU_SHR : alu_core = {1'b0,1'b0, i_data_a[15:1]};          
                ALU_SAL : alu_core = {1'b0,i_data_a[14:0], 1'b0};          
                ALU_SAR : alu_core = {1'b0,i_data_a[15], i_data_a[15:1]};  
                ALU_ROL : alu_core = {1'b0,i_data_a[14:0], i_data_a[15]};  
                ALU_ROR : alu_core = {1'b0,i_data_a[0], i_data_a[15:1]};   
                default : alu_core = {1'b0,i_data_a};
            endcase
        end
    endfunction
endmodule
import common_pkg::*;
module register_file(
    input   logic           i_clk,
    input   logic           i_rst_n,
    input   logic           i_reg_w_en,
    input   reg_id_e        i_dest_addr,
    input   reg_id_e        i_s1_addr,
    input   reg_id_e        i_s2_addr,
    input   reg_id_e        i_addr_reg,
    input   logic   [15:0]  i_dest_data,
    output  logic   [15:0]  o_s1_data,
    output  logic   [15:0]  o_s2_data,
    output  logic   [15:0]  o_addr,
    output  logic   [15:0]  o_ir1,
    output  logic   [15:0]  o_ir2,
    input   logic   [3:0]   i_flag_alu,
    input   logic           i_flag_w_en,
    output  logic   [3:0]   o_flag_reg
);
    logic   [15:0]  regfile[15:0];
    initial begin
        for (int i = 0; i < 16; i++) begin
            regfile[i] = 16'h0000;
        end
    end
    assign  o_ir1       = regfile[R_IR1];
    assign  o_ir2       = regfile[R_IR2];
    assign  o_flag_reg  = regfile[R_FLAG];
    logic   [15:0]  s1_val,s2_val,addr_val;
    always_comb begin
        s1_val  = reg_read(i_s1_addr );
        s2_val  = reg_read(i_s2_addr );
        addr_val= reg_read(i_addr_reg);
    end
    assign o_s1_data = s1_val;
    assign o_s2_data = s2_val;
    assign o_addr    = addr_val;
    always_ff @( posedge i_clk) begin
        if(!i_rst_n)begin
            regfile[R_IP] <= 16'h0000;
            regfile[R_SP] <= 16'hEFFF;
        end
        else begin
            if(i_reg_w_en && (i_dest_addr != R_FLAG)) regfile[i_dest_addr] <= i_dest_data;
            if(i_flag_w_en) regfile[R_FLAG] <= {12'h000,i_flag_alu};
        end
    end
    function [15:0]  reg_read(
        input   reg_id_e    i_addr
    );
        begin
            case(i_addr)
                R_IR2:  reg_read = regfile[i_addr] & 16'h00FF;
                R_MEM:  reg_read = 16'h0000;
                R_ZR:   reg_read = 16'h0000;
                default:reg_read = regfile[i_addr];
            endcase
        end
    endfunction
endmodule
import common_pkg::*;
module nlp16af(
    input   logic           i_clk,
    input   logic           i_rst_n,
    output  logic           o_wr,
    output  logic           o_rd,
    input   logic   [15:0]  i_bus,
    output  logic   [15:0]  o_bus,
    output  logic   [15:0]  o_address
);
    reg_id_e        s1_addr,s2_addr,dest_addr,addr_reg;
    logic   [15:0]  s1_data,s2_data,dest_data,addr;
    logic   [15:0]  data_a,data_b;
    logic   [15:0]  ir1,ir2;
    logic           carry;
    assign  carry   = flag_reg[3];
    assign  data_a  = s1_addr   == R_MEM ? i_bus    : s1_data;
    assign  data_b  = s2_addr   == R_MEM ? i_bus    : s2_data;
    assign  o_bus   = dest_addr == R_MEM ? dest_data: 16'h0000;
    assign  o_address = addr;
    assign  o_wr = mem_wr;
    assign  o_rd = mem_rd;
    logic   [15:0]  address;
    logic           mem_wr,mem_rd;
    alu_op_e        alu_op;
    logic   [3:0]   flag_alu;
    logic   [3:0]   flag_reg;
    logic           flag_w_en;
    logic           reg_w_en;
    inst_state_e    state;
    logic           err;
    instruction_decoder ID(
        .i_clk      (i_clk      ),
        .i_rst_n    (i_rst_n    ),
        .i_ir1      (ir1        ),
        .i_ir2      (ir2        ),
        .o_state    (state      ),
        .o_err      (err        ),
        .o_alu_op   (alu_op     ),
        .o_s1_addr  (s1_addr    ),
        .o_s2_addr  (s2_addr    ),
        .o_dest_addr(dest_addr  ),
        .o_mem_wr   (mem_wr     ),
        .o_mem_rd   (mem_rd     ),
        .o_addr_reg (addr_reg   ),
        .o_reg_w_en (reg_w_en  ),
        .i_flag_cond(flag_reg   ),
        .o_flag_w_en(flag_w_en  )
    );
    ALU ALU(
        .i_ctrl     (alu_op     ),
        .i_data_a   (data_a     ),
        .i_data_b   (data_b     ),
        .i_carry    (carry      ),
        .o_data     (dest_data  ),
        .o_flag     (flag_alu   )
    );
    register_file reg_file(
        .i_clk      (i_clk      ),
        .i_rst_n    (i_rst_n    ),
        .i_reg_w_en (reg_w_en   ),
        .i_flag_w_en(flag_w_en  ),
        .i_dest_addr(dest_addr  ),
        .i_s1_addr  (s1_addr    ),
        .i_s2_addr  (s2_addr    ),
        .i_addr_reg (addr_reg   ),
        .i_dest_data(dest_data  ),
        .o_s1_data  (s1_data    ),
        .o_s2_data  (s2_data    ),
        .o_addr     (addr       ),
        .o_ir1      (ir1        ),
        .o_ir2      (ir2        ),
        .i_flag_alu (flag_alu   ),
        .o_flag_reg (flag_reg   )
    );
endmodule
$ cat design/flow/run.sh
#!/bin/bash
# OpenROAD 26Q1-2900-gdf79404cd8, Yosys 0.63+post, stock flow scripts
make -C /OpenROAD-flow-scripts/flow DESIGN_CONFIG=/design/flow/config.mk WORK_HOME=/design/flow/orfs finish
$ cat design/flow/config.mk
export PLATFORM = sky130hd
export DESIGN_NAME = nlp16af
export DESIGN_NICKNAME = nlp16af
export VERILOG_FILES = /design/flow/design.v
export SDC_FILE = /design/flow/constraint.sdc
export NUM_CORES = 4
export LEC_CHECK = 1
export CORE_UTILIZATION = 50
export SYNTH_HDL_FRONTEND = slang
$ cat design/flow/constraint.sdc
current_design nlp16af

set clk_period 21.5
set clk_io_pct 0.2

create_clock -name clk0 -period $clk_period [get_ports {i_clk}]

set non_clock_inputs [all_inputs -no_clocks]
set_input_delay [expr $clk_period * $clk_io_pct] -clock clk0 $non_clock_inputs
set_output_delay [expr $clk_period * $clk_io_pct] -clock clk0 [all_outputs]
==> out/writeup.txt <==
The flow ran to the end, and the final reports show no timing, DRC or antenna violations. Along the worst path, the maximum fanout reaches 5. Once iteration 0 of detailed routing completed, the report listed 1,696 DRC markers.

The required time at the worst endpoint is listed as 17.20 ns. The logs give 0.4665 for the sequential fraction of the synthesis area and 0 for the count of maximum capacitance violations. The number of cells reported by Yosys stat comes to 1,721. The total of hold buffers inserted after clock tree synthesis was 0; the sum of routed wire length over all layers was 72.91 mm. After detailed routing, the number of vias per cell comes to 6.961. Summing internal, switching and leakage power gives 1095 µW.

The run gives 1 as the maximum level of the CTS H-tree. VDD sags by at most 65.94 µV. The post-CTS setup-driven buffer insertion count came out at 0. Walking the worst path, the cells encountered are clkdlybuf4s50_1, nand2_1, nand3_1, a221oi_2, nand3_1, nor2_1, nand2_1, mux2i_1, a221oi_1, ha_1, o21ai_0, o21ai_0, o21a_1, nand3_1, a31oi_1, o21ai_0, nand2b_1, xnor2_1, nor2_1, o32ai_1, nor2_1, clkdlybuf4s50_1. The nature of the critical path endpoint is a primary output. The synthesized instance count was 1,721; the proportion of layout cells with a drive suffix above 1 was 0.1216. For this design the top-level I/O count stands at 52.

Together, buffers and inverters on the worst path number 2. Antenna repair during routing inserted a diode count of 0. Setup violations remaining at the end of the flow were counted as 0. Per the summary, power density relative to cell area is 56.13 mW/mm². The iteration count recorded for the first detailed-route pass is 8. Setup repair after global routing left no endpoint under its margin. Final critical-path share of the clock period: 0.6244. Once layout is done, the placed cells without fillers occupy 0.01951 mm².

With the maximum count of clock buffers along a single path at 3, the headroom to the max-slew limit is 0.2393. In the setup report, the worst path falls into the class in2out. The detailed-route wire length per cell is 32.19 µm, and the count of synthesis-stage warnings from yosys is 0. Count of antenna-violating nets left after detailed routing: 0. Grouping stages by cell kind, the critical path spends the most delay in AND-OR/OR-AND gates.

TritonCTS built the clock tree. By area the synthesized netlist is led by sky130_fd_sc_hd__edfxtp_1, sky130_fd_sc_hd__mux2i_1, sky130_fd_sc_hd__nand2_1, sky130_fd_sc_hd__ha_1, sky130_fd_sc_hd__nor2_1. The OpenROAD warning count works out to 40. Per the OpenROAD floorplan log, the area of the core is 0.03370 mm².

Sorting the Yosys area breakdown by cell type puts at the top sky130_fd_sc_hd__edfxtp_1. Per the TritonCTS log, the buffer count is 30. Looking at the worst setup and hold paths, the clock pins of their registers show a slew of 0.06 ns. The horizontal die dimension reported for this design is 187.4 µm.

For reference, the post-synthesis area per instance comes to 9.988 µm². With the area overhead of the layout relative to synthesis at 13.49%, the area enclosed by the die boundary is 0.03512 mm². The DRC violation total left in the routed layout is recorded as 0. With the final weighted congestion of routability-driven global placement at 1.082, the measured slew at the worst slew-check pin is 1.137 ns. The final timing report derives a shortest allowable period of 13.42 ns. The tools report the count of vias placed by the detailed router as 15,766. The tools report the root buffer selected by CTS as sky130_fd_sc_hd__clkbuf_16. The logs give 52 for the largest net degree at the start of global routing and 0 for the total count of hold-check failures in the final report.

Per the skew report, the later register of the worst-skew pair sees a clock latency of 0.59 ns. After legalization and detailed placement, the total HPWL measured 51.86 mm. The class of the worst hold path is reg2reg. The script extracted a total leakage power of 0.006937 µW. The tools report the startpoint kind of the worst setup timing path as a primary input. Synthesis inferred 270 register bits.

Worst slack on hold paths: 0.4321 ns. Among all stages on the critical path, the largest delay is contributed by sky130_fd_sc_hd__o32ai_1. The sum of negative setup slack was 0 ns. The run gives 0 as the number of antenna violations at the first check in global routing. Top achievable clock speed: 74.49 MHz.

Once the clock tree was built, the resizer swapped 0 gates to a different size. Post-synthesis, Yosys gives the total cell area as 0.01719 mm². The chip height was 187.4 µm; the number of sinks handled by clock tree synthesis was 270. The aggregate global-route resource usage was 0.4489. The synthesis report names the predominant flop master as sky130_fd_sc_hd__edfxtp_1. The run gives 0.01719 mm² for the synthesized cell area. For the final database, setup skew stands at 0.01456 ns. The logs give 0 for the number of pins exceeding their max-slew limit in the final report and 0.5101 for the starting density of the core. Global route total overflow: 0. The post-synth count of flops with an enable pin is 254. The total of fill cells in the finished design was 2,858.

The run gives 0.01855 mm² as the area after detailed placement. The data arrival time of the critical path is 9.12 ns, and the number of I/O port buffers is 51. For reference, the placement row count at floorplan is 67. The portion of synthesized cell area occupied by the leading cell type came out at 0.4437. The first global-routing pass estimated 105.2 mm of wire. With the async set or reset register ratio after synthesis at 0.05185, the number of distinct standard cells referenced by the synthesized netlist is 109.

The tools report the number of global-route vias before repair as 15,454. Per STA, the highest per-stage delay on the worst path measures 0.57 ns.
[worst paths after layout]
kind                       slack, ns  cells past startpoint                     from                               end
hold reg to reg                 0.43                      0  ID.o_state[0]$_DFF_PN1_           ID.o_state[7]$_DFF_PN0_
setup / recovery                8.08                     22                 i_bus[0]                         o_bus[15]
min in group asynchronous       4.13                      2                  i_rst_n           ID.o_state[5]$_DFF_PN0_
max in group asynchronous      17.05                      2                  i_rst_n           ID.o_state[0]$_DFF_PN1_
setup reg to reg               13.67                     26  ID.o_state[5]$_DFF_PN0_  reg_file.regfile[4][0]$_DFFE_PP_
hold / removal                  0.43                      0  ID.o_state[0]$_DFF_PN1_           ID.o_state[7]$_DFF_PN0_
[metal layers]
metal	routed length, µm	vias up	GRT usage
li1	-	6748	-
met1	26390	7509	0.6296
met2	29870	1265	0.5958
met3	12200	244	0.2475
met4	4453	0	0.2073
met5	0	-	0
[cell usage after synthesis (8+ instances only)]
master                       n
sky130_fd_sc_hd__edfxtp_1  254
sky130_fd_sc_hd__nand2_1   234
sky130_fd_sc_hd__nor2_1    138
sky130_fd_sc_hd__mux2i_1    97
sky130_fd_sc_hd__a21oi_1    87
sky130_fd_sc_hd__nand3_1    85
sky130_fd_sc_hd__o21ai_0    75
sky130_fd_sc_hd__clkbuf_1   55
sky130_fd_sc_hd__ha_1       47
sky130_fd_sc_hd__o22ai_1    43
sky130_fd_sc_hd__buf_2      42
sky130_fd_sc_hd__inv_1      41
sky130_fd_sc_hd__nor3_1     31
sky130_fd_sc_hd__a211oi_1   25
sky130_fd_sc_hd__a31oi_1    24
sky130_fd_sc_hd__a221oi_1   19
sky130_fd_sc_hd__and3_1     17
sky130_fd_sc_hd__nand4_1    17
sky130_fd_sc_hd__o211ai_1   17
sky130_fd_sc_hd__a22oi_1    15
sky130_fd_sc_hd__o21a_1     15
sky130_fd_sc_hd__xnor2_1    15
sky130_fd_sc_hd__nor4_1     14
sky130_fd_sc_hd__and2_1     13
sky130_fd_sc_hd__dfrtp_1    13
sky130_fd_sc_hd__or4_1      13
sky130_fd_sc_hd__o221ai_1   10
sky130_fd_sc_hd__o31ai_1    10
sky130_fd_sc_hd__a32oi_1     9
sky130_fd_sc_hd__and4_1      9
sky130_fd_sc_hd__o21ai_1     9
sky130_fd_sc_hd__or3_1       9
sky130_fd_sc_hd__a311oi_1    8
sky130_fd_sc_hd__buf_1       8
sky130_fd_sc_hd__mux4_2      8
sky130_fd_sc_hd__or2_2       8
[registers in the layout, summed over array words and instances, names as in the netlist]
name	cells
ID.o_state	14
reg_file.regfile	256
[kinds of logic (layout without fill, tap and decap cells)]
logic type      count (synthesis)  count (layout)  synth area share
other cells                     1              12         0.0002182
compound gates                470             470            0.1925
simple gates                  637             637            0.1800
mux                           114             114           0.07330
fa+ha+maj                      48              48           0.03538
flops                         270             270            0.4665
xor+xnor                       21              21           0.01070
buf+inv                       160             245           0.04142
[area by class of cell]
| class | instances | area [µm²] | area share |
|---|---|---|---|
| multi-input cells | 1302 | 8588 | 0.4403 |
| flip-flops and latches | 270 | 8019 | 0.4111 |
| repair buffers | 144 | 1209 | 0.06196 |
| clock buffers | 34 | 765.7 | 0.03925 |
| well taps | 448 | 560.5 | 0.02873 |
| clock inverters | 22 | 193.9 | 0.009942 |
| inverters | 45 | 171.4 | 0.008787 |
[report_power, final]
group | internal (µW) | switching [µW]
sequential | 573 | 4.79
combinational | 5.00 | 9.13
clock | 291 | 213
total | 868 | 227
[stage by stage]
step             util  std cells  setup slack [ns]
6_report       0.5789       2265             8.076
5_1_grt        0.5789       2265             7.667
4_1_cts        0.5789       2265             8.164
3_3_place_gp   0.5504       2209             8.261
3_5_place_dp   0.5504       2209             8.195
2_1_floorplan       -       1732             9.769
[placed cells by master, fill, tap and decap left out, drive strengths merged, types with 9 or more instances in the layout]
master / count
conb: 12
nor4: 19
clkdlybuf4s50: 51
a221oi: 21
xnor2: 15
or2: 11
o211ai: 17
a32oi: 9
o31ai: 11
nor2: 139
nand3: 85
mux2i: 97
clkinv: 16
o21ai: 85
nand2: 236
mux2: 9
a21oi: 88
or3: 9
clkbuf: 34
a31oi: 24
o22ai: 44
nor3: 38
ha: 47
and4: 9
a22oi: 18
inv: 45
or4: 14
edfxtp: 254
o21a: 15
dfrtp: 13
and2: 13
a211oi: 28
buf: 93
a311oi: 9
nand4: 18
and3: 17
o221ai: 11
No activity file was given, so power comes from the tool's default toggle rates.
